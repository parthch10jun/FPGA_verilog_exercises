==> ./design.v <==
module adder4 (S, cout, A, B, cin);
 input [3:0] A, B; input cin;
 output [3:0] S; output cout;
 assign {cout, S} = A + B + cin;
endmodule
==> ./run.sh <==
#!/bin/bash
# OpenROAD 26Q1-2900-gdf79404cd8, Yosys 0.63+post, stock flow scripts
make -C /OpenROAD-flow-scripts/flow DESIGN_CONFIG=/design/flow/config.mk WORK_HOME=/design/flow/orfs finish
==> ./config.mk <==
export PLATFORM = sky130hd
export DESIGN_NAME = adder4
export DESIGN_NICKNAME = adder4
export VERILOG_FILES = /design/flow/design.v
export SDC_FILE = /design/flow/constraint.sdc
export NUM_CORES = 4
export LEC_CHECK = 1
export CORE_AREA = 10 10 70 70
export DIE_AREA = 0 0 80 80
==> ./constraint.sdc <==
current_design adder4

set clk_period 3.8
set clk_io_pct 0.2

create_clock -name clk0 -period $clk_period

set non_clock_inputs [all_inputs -no_clocks]
set_input_delay [expr $clk_period * $clk_io_pct] -clock clk0 $non_clock_inputs
set_output_delay [expr $clk_period * $clk_io_pct] -clock clk0 [all_outputs]
==> flow_summary.ini <==
; synthesis and place-and-route metrics
[power_and_ir_drop]
switching_share = 0.287
comb_power_share = 1.000
p_clk_frac = 0
p_seq_frac = 0
power_leakage_nw = 0.135
powerDensity_mw_per_mm2 = 132
peakVddDrop_mv = 0.0192
p_sw_uw = 13.0
intPower_uw = 32.2

[finish]
fin_util = 0.100
clkbuf_count = 0
drive_above_1_share = 0.0333
regArea_sq_um = 0
flops = 0
area_delta_synth_final_pct = 137

[clocking]
cts_setup_buffers = 0
cts_repair_resize_count = 0
hold_buffers = 0

[timing]
slew_headroom = 0.891
fin_ws_ns = 0.404
finalClockPeriodUsage = 0.894
finalSetupViolCount = 0
finalSetupTns_ns = 0
tightest_slew_ns = 0.162
rsz0062_at_grt = no
max_freq_mhz = 294
final_hold_viol_count = 0
maxSlewViolCount = 0
period_needed_ns = 3.40

[global_route]
grt_max_degree = 4
grt_pass1_wl_um = 779
grt_pass1_vias = 176
gr-usage-all-layers = 0.0153
grt-ovfl-total = 0
antenna_found_initial = 0

[hold_path]
whs_path_depth = 3
hp-class = primary input to primary output
worstHoldStart = cin
hold_end = S[0]

[routing]
antenna_cells = 0
vias_per_cell = 2.04
num_vias = 155
drt_iter0_drc = 0
drtPass1Iterations = 1
ant_nets = 0
routedWlPerCell_um = 6.72
drc_errors = 0
wl_um = 511

[die]
die_x_um = 80
pin_count = 14
rows = 21
dieHeight_um = 80
fp_util = 0.0421
die-area_sq_mm = 0.00640
core_sq_mm = 0.00342

[setup_path]
cpMaxStageDelayCell = clkdlybuf4s50_1
cp_cell_sequence = clkdlybuf4s50_1 -> fa_1 -> inv_1 -> fa_1 -> inv_1 -> clkdlybuf4s50_1
crit_type = primary input to primary output
crit_required_ns = 3.04
crit_cells = 6
critical_path.top_delay_family = buffers and inverters
critPathMaxStageDelay_ns = 0.47
crit_path_end_kind = primary output
critPathLaunch = A[0]
arrival_ns = 2.64
timing.critical_path.buf_inv = 4
startpoint_type = primary input
path_max_fanout = 2

[logic_synthesis]
ys_cells = 16
mux_share = 0
yosys_area_sq_um = 144
ys_warn_count = 0
synthAdderAreaFrac = 0.539
synthSimpleGateAreaFrac = 0.0870
top_logic_kind = adder cells
ys_sh_aoi = 0.148
ys_types = 9
area_leaders = fa_1 28%, ha_1 26%, xnor2_1 12%, inv_1 10%, a21oi_2 6.1%
synth.avg_cell_area_sq_um = 8.99
synth_seq_share = 0
synthTopCellsByCount = 4 x inv_1, 3 x ha_1, 2 x fa_1, 2 x xnor2_1
xor_share = 0.122
top_cell = inv_1
syn-cell-area_sq_um = 144
top_area_cell = fa_1
top_area_frac = 0.278
syn_inst = 16

[run]
warnings = 35
maxCapViolCount = 0

[placement]
dp_slack_ns = 0.386
dpl.hpwl_um = 492
io_buffers = 14
gp_congestion = 0.711

[status]
outcome = finished, final reports clean
==> how the worst max path moves through the flow <==
stage | to
CTS | cout
global route | cout
finish | S[1]
==> per-layer routing <==
layer,share of wire,global-route usage,vias up
met4,0,0,0
met3,0.29,0.0159,0
met2,0.29,0.0225,12
met1,0.42,0.0159,63
li1,-,-,80
met5,0,0,-
==> cells by family after synthesis <==
kind of cell	count (synthesis)
adder cells (fa/ha/maj)	5
AND/OR/NAND/NOR	2
AND-OR/OR-AND	3
XOR/XNOR	2
buffers and inverters	4
==> cell usage in the layout (no fill, tap or decap), drive strengths merged <==
cell type      instances
clkdlybuf4s50         14
inv                    4
ha                     3
xnor2                  2
fa                     2
nor2b                  1
o21ai                  1
nand2b                 1
a21o                   1
a21oi                  1
==> power groups by stage <==
stage	Clock, mW	Combinational, mW	Sequential (mW)
after global routing	0	0.0513	0
final	0	0.0452	0
after CTS	0	0.0464	0
==> tightest hold or removal path, stage by stage <==
cell and delay [ns]:
clkdlybuf4s50_1 0.47, fa_1 0.15, clkdlybuf4s50_1 0.46
==> stage by stage <==
stage               hold WS, ns  power (mW)  area [sq um]  instances
floorplan                  1.62      0.0141           144         16
global placement           2.60      0.0456           342         76
detailed placement         2.61      0.0461           342         76
CTS                        2.61      0.0464           342         76
global route               2.65      0.0513           342         76
finish                     2.60      0.0452           342         76
==> final cells by class <==
class                           count  area [sq um]
Inverter                            4          15.0
Timing Repair Buffer               14           140
Fill cell                         398          3070
Tap cell                           46          57.6
Multi-Input combinational cell     12           129
Power is estimated from default activity; no workload was simulated.
