## ./config.mk

```make
export PLATFORM = sky130hd
export DESIGN_NAME = ALU
export DESIGN_NICKNAME = ALU
export VERILOG_FILES = /design/flow/design.v
export SDC_FILE = /design/flow/constraint.sdc
export NUM_CORES = 4
export LEC_CHECK = 1
export CORE_AREA = 10 10 82 82
export DIE_AREA = 0 0 92 92
```

## ./constraint.sdc

```tcl
current_design ALU

set clk_period 14.1
set clk_io_pct 0.2

create_clock -name clk0 -period $clk_period

set non_clock_inputs [all_inputs -no_clocks]
set_input_delay [expr $clk_period * $clk_io_pct] -clock clk0 $non_clock_inputs
set_output_delay [expr $clk_period * $clk_io_pct] -clock clk0 [all_outputs]
```

## ./design.v

```verilog
module ALU(X, Y, Z, sign, zero, carry, parity, overflow);
 input [15:0] X, Y;
 output [15:0] Z;
 output sign, zero, carry, parity, overflow;
 assign {carry, Z} = X + Y;
 assign sign = Z[15];
 assign zero = ~|Z;
 assign parity = ^Z;
 assign overflow = (X[15] & Y[15] & ~Z[15]) | (~X[15] & ~Y[15] & Z[15]);
endmodule
```

## ./run.sh

```bash
#!/bin/bash
# OpenROAD 26Q1-2900-gdf79404cd8, Yosys 0.63+post, stock flow scripts
make -C /OpenROAD-flow-scripts/flow DESIGN_CONFIG=/design/flow/config.mk WORK_HOME=/design/flow/orfs finish
```

==> results.yml <==
# flow metrics
run_status:
  status: "finished clean"
worst_setup_path:
  end_kind: "output pin"
  arrival_ns: 6.32
  critical_path_required_ns: 11.28
  path_class: "in -> out"
  startpoint_type: "input pin"
  path_max_fanout: 4
logic_synthesis:
  yosysChipArea_mm2: 0.00111
  yosysTopAreaCell: "ha_1"
  avgSynthCellArea_um2: 7.75
  synth.distinct_cells: 41
  logic_family: "AND-OR/OR-AND gates"
  netlist.area_leader.share_pct: 28.2
  simple_gate_area_share_pct: 13.2
  yosys_cells: 143
  xor_share_pct: 15.8
  yosysWarnings: 0
  ys_sh_aoi_pct: 30.5
  syn_inst: 143
  postSynthSeqShare_pct: 0
  adder_share_pct: 30.0
  post_synth_main_area_contributors: "ha_1 (28%), xnor2_1 (9.5%), xor2_1 (6.3%)"
  syn_area_mm2: 0.00111
  synthMuxAreaShare_pct: 1.92
floorplan:
  ios: 53
  rows: 26
  die_h_um: 92
  die-area_mm2: 0.00846
  die_width_um: 92
  core_area_mm2: 0.00507
  fp_util_pct: 21.8
sta:
  fin_setup_tns_ns: 0
  relSlewSlack_pct: 73.4
  hold_ws_ns: 6.70
  hold_viol_final: 0
  tightest_slew_ns: 0.396
  grt_setup_unrepaired: "false"
  slew_viol_final: 0
  setup_viol: 0
  fmax_mhz: 109
  fin_crit_sh_pct: 64.8
  fin_crit_ns: 9.14
final_layout:
  stdcell_area_mm2: 0.00170
  seq_area_um2: 0
  drive_gt1_share_pct: 6.81
  clkbuf_count: 0
  area_growth_pct: 53.3
  ff_count: 0
global_routing:
  antenna_found_initial: 0
  gr-total-overflow: 0
  grt_max_degree: 11
  grt_pass1_wl_mm: 4.99
  gr-usage-all-layers_pct: 6.85
  grt_pass1_vias: 1107
cts:
  ctsHoldBuffers: 0
  cts.repair.resized: 0
  post-cts-setup-buffer-count: 0
hold_path:
  hold_class: "in -> out"
placed_design:
  io_buffer_count: 53
  dpl.hpwl_mm: 2.81
  dpl_cell_area_mm2: 0.00170
  globalplace.congestion: 0.856
detailed_routing:
  drt_iter0_drc: 45
  post-route-drc-count: 0
  ant_nets: 0
  post_drt_via_cell_ratio: 4.27
  routed_wl_mm: 3.05
  dr.pass1.iters: 4
  n_antenna_cell: 0
  wl_per_cell_um: 11.7
  num_vias: 1114
flow_run:
  warnings: 33
  drv_cap: 0
power:
  power_density_mw_per_mm2: 74.1
  p_leak_nw: 0.758
  peakVddDrop_mv: 0.0531
  p_total_w: 0.000126
[layer usage]
| metal | routed length [µm] | vias up | track usage [%] |
|---|---|---|---|
| li1 | - | 601 | - |
| met1 | 1360 | 487 | 8.52 |
| met2 | 1540 | 26 | 12.6 |
| met3 | 159 | 0 | 1.32 |
| met4 | 0 | 0 | 0 |
| met5 | 0 | - | 0 |
[logic make-up (layout without fill, tap and decap cells)]
logic type	after synthesis	count (layout)
compound gates	45	45
xor+xnor	20	20
fa+ha+maj	26	26
buf+inv	23	71
mux	2	2
simple gates	27	27
[cell usage in the layout (no fill, tap or decap), types with 2 or more instances in the layout]
cell	synthesis	routed
ha_1	25	25
a21oi_1	10	10
nand2_1	8	8
clkdlybuf4s50_1	0	53
a21o_2	2	2
a21o_1	7	7
nor2_1	7	7
o31a_1	2	2
inv_1	17	17
o21a_1	2	2
nand4_1	2	2
a211oi_1	2	2
xor2_1	8	8
o21ai_0	9	9
nand3_1	2	2
xnor2_1	12	12
[worst paths after layout]
check	from	end	slack, ns	cells past startpoint
worst max-delay path	X[0]	parity	4.96	15
worst min-delay path	Y[0]	Z[0]	6.70	3
[final cells by class]
cell class	instances	area, µm²
multi-input combinational	120	1010
tap	70	87.6
fill	556	3380
inverter	18	67.6
timing repair buffer	53	531
[stage by stage]
step	std cells	util (%)	worst slack, ns
3_3_place_gp	261	33.5	5.00
4_1_cts	261	33.5	4.96
6_report	261	33.5	4.96
5_1_grt	261	33.5	4.71
2_1_floorplan	143	-	6.05
3_5_place_dp	261	33.5	4.97
[worst max-delay path, cell delays in order]
cell and delay [ns]:
clkdlybuf4s50_1 0.40, ha_1 0.23, inv_1 0.07, fa_1 0.24
nor2b_4 0.05, o31a_1 0.27, o31a_4 0.32, a31oi_4 0.22
mux2i_1 0.26, o2111a_1 0.21, ha_1 0.23, xor2_1 0.16
xnor2_1 0.19, xnor2_1 0.14, clkdlybuf4s50_1 0.49
[where the power goes]
part	internal [W]	switching [W]	leakage (nW)
logic	0.0000785	0.0000473	0.758
registers	0	0	0
clock network	0	0	0
[synth_stat cells (3+ instances only)]
master,count
a21oi_1,10
nor2_1,7
ha_1,25
nand2_1,8
inv_1,17
xnor2_1,12
buf_2,3
o21ai_0,9
xor2_1,8
a21o_1,7
Power is estimated from default activity; no workload was simulated.
